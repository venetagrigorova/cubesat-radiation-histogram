### ./run.sh
#!/bin/bash
# OpenROAD 26Q1-2900-gdf79404cd8, Yosys 0.63+post, stock flow scripts
make -C /OpenROAD-flow-scripts/flow DESIGN_CONFIG=/design/flow/config.mk WORK_HOME=/design/flow/orfs finish
### ./config.mk
export PLATFORM = sky130hd
export DESIGN_NAME = histogram
export DESIGN_NICKNAME = histogram
export VERILOG_FILES = /design/flow/design.v
export SDC_FILE = /design/flow/constraint.sdc
export NUM_CORES = 4
export LEC_CHECK = 1
export CORE_AREA = 10 10 110 110
export DIE_AREA = 0 0 120 120
### ./constraint.sdc
current_design histogram

set clk_period 1.4
set clk_io_pct 0.2

create_clock -name clk0 -period $clk_period [get_ports {clk}]

set non_clock_inputs [all_inputs -no_clocks]
set_input_delay [expr $clk_period * $clk_io_pct] -clock clk0 $non_clock_inputs
set_output_delay [expr $clk_period * $clk_io_pct] -clock clk0 [all_outputs]
### ./design.v
`timescale 1ns / 1ps
module histogram(
	 input wire clk,
    inout wire [7:0] SRAM_IO,
    output wire SRAM_CE,
    output wire SRAM_WE,
    output wire SRAM_OE,
    output wire [20:0] SRAM_A,
    input wire [11:0] TEPC_ADC,
    input wire OR,  
    input wire DCO,  
	 output wire [7:0] data_at_address,	 
	 output wire data_ready,
	 output wire [2:0] HISTOGRAM_STATE
    );
  	localparam	S_IDLE = 0,					
					S_setSRAMread = 1,
					S_incrementValue = 2,
					S_setSRAMwrite = 3,
					S_stopSRAMwrite = 4;
	reg [2:0] HISTOGRAM_STATE_reg = 0, HISTOGRAM_STATE_next = 0;
	reg [7:0] SRAM_IO_reg = 0, SRAM_IO_next = 0;
	reg SRAM_CE_reg = 0, SRAM_CE_next = 0;
	reg SRAM_WE_reg = 0, SRAM_WE_next = 0;
	reg SRAM_OE_reg = 0, SRAM_OE_next = 0;
	reg [20:0] SRAM_A_reg = 0, SRAM_A_next = 0;
	reg [11:0] TEPC_ADC_reg = 0, TEPC_ADC_next = 0;
	reg [7:0] data_at_address_reg = 0, data_at_address_next = 0;
	reg data_ready_reg = 0, data_ready_next = 0;
	always @ (posedge clk) begin
		HISTOGRAM_STATE_reg <= HISTOGRAM_STATE_next;
		SRAM_IO_reg <= SRAM_IO_next;
		SRAM_CE_reg <= SRAM_CE_next;
		SRAM_WE_reg <= SRAM_WE_next;
		SRAM_OE_reg <= SRAM_OE_next;
		SRAM_A_reg <= SRAM_A_next;
		TEPC_ADC_reg <= TEPC_ADC_next;
		data_at_address_reg <= data_at_address_next;
	end
	always @ * begin
		HISTOGRAM_STATE_next = S_IDLE;
		SRAM_OE_next = 1'd0;  
		SRAM_WE_next = 1'd1;  
		data_ready_next = 1'd0;  
		case(HISTOGRAM_STATE_reg)
			S_IDLE: begin
				if (DCO == 1'b1) begin
					TEPC_ADC_next = TEPC_ADC;
					HISTOGRAM_STATE_next = S_setSRAMread;
				end
			end
			S_setSRAMread: begin
				SRAM_A_next = {9'd0, TEPC_ADC_reg};  
				HISTOGRAM_STATE_next = S_incrementValue;
			end
			S_incrementValue: begin
				data_at_address_next = SRAM_IO;
				data_ready_next = 1'd1;
				SRAM_IO_next = SRAM_IO + 1'b1;  
				HISTOGRAM_STATE_next = S_setSRAMwrite;
			end
			S_setSRAMwrite: begin
				SRAM_OE_next = 1'd1;  
				SRAM_WE_next = 1'd0;  
				HISTOGRAM_STATE_next = S_stopSRAMwrite;
			end
			S_stopSRAMwrite: begin
				SRAM_WE_next = 1'd1;  
				HISTOGRAM_STATE_next = S_IDLE;
			end
		endcase
	end
	assign HISTOGRAM_STATE = HISTOGRAM_STATE_reg;
	assign SRAM_CE = 1'd0;  
	assign SRAM_IO = (~SRAM_OE_reg) ? 8'bZ : SRAM_IO_reg;
	assign SRAM_WE = SRAM_WE_reg;
	assign SRAM_OE = SRAM_OE_reg;
	assign SRAM_A = SRAM_A_reg;
	assign data_at_address = data_at_address_reg;
	assign data_ready = data_ready_next;
endmodule
==> results_dict.tcl <==
# yosys + openroad results
set metrics [dict create \
    post-cts-setup-buffers 1 \
    ctsHoldBuffers 0 \
    ctsHtreeMaxLevel 2 \
    dpl.cell_count 297 \
    dp_slack_ns -0.0808 \
    ys_seq_elements 85 \
    syn_area_um2 1760 \
    gp_congestion 0.672 \
    synthCells 121 \
    outcome "aborted with a tool error" \
    flop_cell "dfxtp_1" \
    unclocked_regs 40 \
    edf_count 0 \
    cts_buffers 5 \
    numPortBuffers 39 \
    rows 36 \
    lastStage "4_1_cts" \
    syn_area_per_cell_um2 14.5 \
    io_pins 59 \
    fp.dieH_um 120 \
    cts_resized 12 \
    initial_utilization_pct 18.0 \
    untimed_endpoints 80 \
    synthArstFlopShare_pct 0 \
    root_buffer "clkbuf_8" \
    ys_types 22 \
    firstError "[error] [KeplerFormal.cpp:679] Workflow failed: Iso has multiple drivers: .SRAM_IO0, SRAM_IO[0]$_DFF_P_.Q0" \
    cts_buffer_depth 2 \
    dieWidth_um 120 \
    yosysWarnings 2 \
    dpl-instance-area_um2 2320 \
    yosysChipArea_um2 1760 \
    yosys_cells 121 \
    dp.final_hpwl_um 2440 \
]
## logic make-up after synthesis
logic type    count (synthesis)  share of synthesized area [%]
flops                        45                           51.2
latches                      40                           34.1
buf+inv                      14                           5.12
simple gates                 14                           5.69
xor+xnor                      6                           2.99
fa+ha+maj                     1                          0.711
other cells                   1                          0.213
## synthesized netlist by cell type, drive strengths merged, types with 3 or more instances
cell / n / share of area (%)
buf: 10 / 4.3
dfxtp: 45 / 51
dlxtn: 28 / 24
dlxtp: 12 / 10
inv: 4 / 0.85
nand2: 3 / 0.78
nand3: 3 / 1.1
xnor2: 3 / 1.5
xor2: 3 / 1.5
